==> /design/flow/design.v <==
`timescale 1ns / 1ps
module Lab7_Q3_MealyFSM(
input P1,P2,clk,reset,   
output reg z
    );
parameter S0 = 0 , S1 = 1 , S2 = 2 , S3 = 3 ;
reg [1:0] PS,NS ;
always@(posedge clk or posedge reset)
    begin
        if(reset)
            PS <= S0;   
        else    
            PS <= NS ;
    end    
    always@(*)
        begin 
        case (PS)
        S0 : z = 0;
        S1 : z = 0;
        S2 : z = 0;
        S3 : begin
                if (P1)
                z = 1;
                end
        endcase
            case(PS)
              S0 : begin 
                    z = 0 ;
                    if (P1)
                        NS = S1;
                    else 
	                    NS = S0;
                end
                S1 : begin 
                    if (P1)
                        NS = S2;
                    else 
                        NS = S0;
                    end
                S2 : begin 
                      if (P2)
                        NS = S3;
                      else
                        NS = S1;   
                      end 
                S3 : begin 
                       if (P2)
                         NS = S0;
                       else
                        NS = S1;
                     end
            endcase
        end
endmodule
==> /design/flow/run.sh <==
#!/bin/bash
# OpenROAD 26Q1-2900-gdf79404cd8, Yosys 0.63+post, stock flow scripts
make -C /OpenROAD-flow-scripts/flow DESIGN_CONFIG=/design/flow/config.mk WORK_HOME=/design/flow/orfs finish
==> /design/flow/config.mk <==
export PLATFORM = sky130hd
export DESIGN_NAME = Lab7_Q3_MealyFSM
export DESIGN_NICKNAME = Lab7_Q3_MealyFSM
export VERILOG_FILES = /design/flow/design.v
export SDC_FILE = /design/flow/constraint.sdc
export NUM_CORES = 4
export LEC_CHECK = 1
export CORE_AREA = 10 10 70 70
export DIE_AREA = 0 0 80 80
==> /design/flow/constraint.sdc <==
current_design Lab7_Q3_MealyFSM

set clk_period 1.2
set clk_io_pct 0.2

create_clock -name clk0 -period $clk_period [get_ports {clk}]

set non_clock_inputs [all_inputs -no_clocks]
set_input_delay [expr $clk_period * $clk_io_pct] -clock clk0 $non_clock_inputs
set_output_delay [expr $clk_period * $clk_io_pct] -clock clk0 [all_outputs]
==> impl_metrics.ini <==
; physical design summary
[final_timing]
fin_tns_setup_ns = 0
setup_viol = 0
untimed_endpoints = 2
max_freq_ghz = 1.26
relSlewSlack_pct = 89.7
drv_slew = 0
hold_viol = 0
rsz0062_at_grt = no
unclocked_regs = 1
fin_crit_sh_pct = 66.2
finalClockSkew_ns = 0.00837
worst-slew-pin-transition_ns = 0.153
fin_crit_ns = 0.794

[setup_path]
reg2regPathDepth = 2
setup.worst_path.start_class = flop
setup.worst_path.class = reg -> reg
critPathRequiredTime_ns = 1.35
critPathMaxFanout = 2
arrival_ns = 0.94
cp-end-kind = flop

[drt]
firstDrtPassIters = 2
routed_wirelength_um = 367
via_per_inst = 1.80
diodes = 0
via_count = 126
drt_iter0_markers = 4
avgRoutedWirePerCell_um = 5.24
antenna_left = 0
drcViolationCount = 0

[grt]
track_usage_pct = 1.25
grt_pass1_wl_um = 565
grt_max_degree = 6
gr-total-overflow = 0
grt_pass1_vias = 144
antenna_found_initial = 0

[hold_path]
hp-class = in -> async

[die]
row_count = 21
dieWidth_um = 80
fp_util_pct = 5.02
dieArea_sq_mm = 0.00640
ioPinCount = 5
die_y_um = 80
core_area_sq_mm = 0.00342

[logic_synthesis]
synthArstFlopShare_pct = 80.0
ys_chip_area_sq_um = 171
top_area_cell = dfrtp_1
topCellsByArea = dfrtp_1 44%, dfstp_2 15%, dlxtn_1 8.8%
edf_count = 0
synth_top_area_share_pct = 43.8
ys_seq_elements = 5
syn_area_sq_um = 171
avgSynthCellArea_sq_um = 10.7
synth_cells = 16
ys_cells = 16
common_cells = 3 x dfrtp_1, 2 x and2_1, 2 x nand2_1, 2 x nor2_1
top_cell = dfrtp_1
yosys_warnings = 2
ff_type = dfrtp_1
synthDistinctLibCells = 11

[clocking]
clk_pin_slew_ns = 0.04
insertion_delay_ns = 0.24
postCtsHoldBufs = 0
cts_tree = yes
cts_post_setup_buffers_inserted = 0
clock-root-buffer = clkbuf_4
post_cts_resize_count = 0
cts_made_buffers = 3
cts_max_level = 1
clockBufferDepth = 2

[power]
power_density_mw_per_mm2 = 1250
p_leak_nw = 0.112
ir_worst_vdd_mv = 0.193

[finish]
drive_gt1_share_pct = 16.7
finish.utilization_pct = 8.64
fin_area_sq_um = 295
area_growth_syn_to_layout_pct = 72.3
num-fill-cells = 406

[placed_design]
dpl.hpwl_um = 292
placed_cell_area_sq_um = 269
finalWeightedCongestion = 0.629
io_buffers = 4

[flow_run]
warnings = 25
maxCapViolCount = 0

[run_status]
outcome = finished, final reports clean
-- routing by layer --
metal | GRT usage [%] | vias up | wire (um)
met5 | 0 | - | 0
met4 | 0.880 | 0 | 0
met3 | 1.82 | 0 | 72
met2 | 1.28 | 4 | 145
met1 | 1.14 | 56 | 149
li1 | - | 66 | -
-- layout make-up --
class | count | area [sq um] | area share [%]
flip-flops and latches | 5 | 116 | 39.4
well taps | 46 | 57.6 | 19.5
inverters | 1 | 3.75 | 1.27
repair buffers | 4 | 40.0 | 13.6
multi-input cells | 10 | 51.3 | 17.4
clock buffers | 4 | 26.3 | 8.90
-- final timing paths --
path                                 start               to  slack (ns)
min in group clk0          PS[1]$_DFF_PP0_  PS[3]$_DFF_PP0_        0.49
max reg2reg                PS[0]$_DFF_PP1_  PS[0]$_DFF_PP1_        0.41
min reg2reg                PS[1]$_DFF_PP0_  PS[3]$_DFF_PP0_        0.49
max in group asynchronous            reset  PS[0]$_DFF_PP1_        0.78
min                                  reset  PS[2]$_DFF_PP0_        0.18
max                        PS[0]$_DFF_PP1_  PS[0]$_DFF_PP1_        0.41
-- metrics by stage --
step	hold WS (ns)	instances	total power, mW	worst slack, ns
after floorplan	0.00536	16	0.173	0.462
after global placement	0.439	66	0.188	0.179
after detailed placement	0.443	66	0.191	0.182
after CTS	0.180	70	0.386	0.394
after global routing	0.190	70	0.406	0.358
final	0.184	70	0.369	0.406
-- registers in the layout (all words and copies together), names as in the netlist --
name	flops
z	1
PS	4
-- cells by family (layout without fill, tap and decap cells) --
kind of cell	Yosys count	after routing	synth area share (%)
AND-OR/OR-AND	3	3	10.2
latches	1	1	8.76
buffers and inverters	1	9	2.19
AND/OR/NAND/NOR	7	7	19.7
flip-flops	4	4	59.1
-- cells in the final DEF (no fill, tap or decap), drive strengths merged --
| master | synthesis | final |
|---|---|---|
| nor2 | 2 | 2 |
| o21ai | 2 | 2 |
| clkdlybuf4s50 | 0 | 4 |
| dlxtn | 1 | 1 |
| and2 | 2 | 2 |
| nor2b | 1 | 1 |
| dfstp | 1 | 1 |
| o21a | 1 | 1 |
| nand2 | 2 | 2 |
| clkbuf | 0 | 4 |
| inv | 1 | 1 |
| dfrtp | 3 | 3 |
-- where the power goes --
group	switching (mW)	internal, mW	total [mW]
clock network	0.0554	0.125	0.180
registers	0.00647	0.152	0.159
logic	0.0135	0.0165	0.0299
total	0.0753	0.293	0.369
-- worst max-delay path, stage by stage, from the launching register on --
cell,delay [ns]
dfstp_2,0.52
nor2_1,0.04
o21ai_0,0.15
No activity file was given, so power comes from the tool's default toggle rates.
