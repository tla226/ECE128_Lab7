[design/flow/run.sh]
#!/bin/bash
# OpenROAD 26Q1-2900-gdf79404cd8, Yosys 0.63+post, stock flow scripts
make -C /OpenROAD-flow-scripts/flow DESIGN_CONFIG=/design/flow/config.mk WORK_HOME=/design/flow/orfs finish
[design/flow/config.mk]
export PLATFORM = sky130hd
export DESIGN_NAME = Lab7_Q1_Debouncer
export DESIGN_NICKNAME = Lab7_Q1_Debouncer
export VERILOG_FILES = /design/flow/design.v
export SDC_FILE = /design/flow/constraint.sdc
export NUM_CORES = 4
export LEC_CHECK = 1
export CORE_AREA = 10 10 70 70
export DIE_AREA = 0 0 80 80
[design/flow/constraint.sdc]
current_design Lab7_Q1_Debouncer

set clk_period 1.5
set clk_io_pct 0.2

create_clock -name clk0 -period $clk_period [get_ports {clk}]

set non_clock_inputs [all_inputs -no_clocks]
set_input_delay [expr $clk_period * $clk_io_pct] -clock clk0 $non_clock_inputs
set_output_delay [expr $clk_period * $clk_io_pct] -clock clk0 [all_outputs]
[design/flow/design.v]
`timescale 1ns / 1ps
module Lab7_Q1_Debouncer(
input RAW,
input clk,
output reg CLEAN
    );
reg [2:0] counter;
wire TC;
always @(posedge clk) begin
    if (~RAW)
        counter <= 3'b000;
    else
        counter <= counter + 3'b001;
end
assign TC = (counter == 3'b111);
always @ (posedge clk) begin
    if (~RAW)
        CLEAN <= 1'b0;
    else if (TC)
        CLEAN <= 1'b1;
    end
endmodule
==> run notes <==
Implementation numbers.

- The flow ran to the end, and the final reports show no timing, DRC or antenna violations.
- The remaining design rule violation count reads 0.
- The total wire length after detailed routing is 247 um.
- The OpenROAD warning count is 25.
- The final timing report lists a max-slew violation count of 0.
- The commonest register cell after synthesis is sky130_fd_sc_hd__dfxtp_1.
- The commonest cells after synthesis are sky130_fd_sc_hd__dfxtp_1, sky130_fd_sc_hd__and2_1, sky130_fd_sc_hd__ha_1, sky130_fd_sc_hd__nor2b_2, sky130_fd_sc_hd__o21a_1.
- The via-per-instance ratio is 1.426.
- Setup slack closes at 0.1380 ns.
- The total of cells resized after clock tree synthesis is 0.
- The cell area after technology mapping is 133.9 um2.
- The startpoint of the most critical register-to-register path reads counter[0].
- Measured on the finished design, the core utilization comes to 0.06850.
- STA reports the tightest min-delay check as being of type flip-flop to flip-flop.
- The report puts the hold buffer count at CTS at 0.
- The final timing report counts setup violations totalling 0.
- The chip area in the Yosys report reads 133.9 um2.
- The die span in x reads 80 um.
- The overall global routing resource usage reads 0.008800.
- The classification of the worst setup path is flip-flop to primary output.
- The setup fix buffers added after clock tree synthesis is 0.
- The fraction of layout instances using a drive strength above 1 is 0.2667.
- The critical path goes through clkdlybuf4s50_1.
- The setup slack on the worst flop-to-flop path reads 0.48 ns.
- The destination of the worst hold path is counter[0].
- The core outline area reads 3416 um2.
- The detailed router finished its first iteration with 0 violations.
- The power per cell area is 1115 nW/um2.
- The depth of the most critical reg-to-reg path is 3.
- STA classifies the critical path endpoint as a primary output.
- The cell depth of the worst min-delay path is 1.
- The area overhead of the layout relative to synthesis reads 74.77%.
- The critical path arrival reads 1.06 ns.
- The stage delay of the slowest cell on the critical path is 0.48 ns.
- The buffer cell driving the clock tree root is sky130_fd_sc_hd__clkbuf_4.
- Yosys instantiated no cell more often than sky130_fd_sc_hd__dfxtp_1.
- STA classifies the critical path startpoint as a flip-flop.
- Counting endpoints that fail hold in the final report gives 0.
- The clock latency reported for the late side of the worst-skew pair is 0.23 ns.
- The number of sinks on the clock net is 4.
- In the post-synthesis netlist, the biggest area contributors are sky130_fd_sc_hd__dfxtp_1, sky130_fd_sc_hd__ha_1, sky130_fd_sc_hd__and2_1, sky130_fd_sc_hd__nor2b_2, sky130_fd_sc_hd__o21a_1.
- The final setup skew reads 0.004883 ns.
- The part of the total power dissipated in combinational logic reads 0.049.
- The power report attributes to the clock group a share of 0.502.
- The post-route antenna net violation count reads 0.
- In this run the maximum-capacitance check reported violations numbering 0.
- The first-pass GRT wire length is 393 um.
- The most area-hungry cell type in the Yosys netlist reads sky130_fd_sc_hd__dfxtp_1.
- The peak supply drop is 0.4805 mV.
- The longest clock path from root to sink contains 2 buffers.
- The sequential power share reads 0.448.
- The script extracted a total leakage power of 0.00008572 uW.
- The source of the worst hold timing path is counter[0].
- The fraction of registers with async set or reset after synthesis is 0.
- The number of flops mapped to enable cells by yosys reads 0.
- The buffering stage count on the worst path with inverters included reads 1.
- The cell family contributing the most delay on the critical path is buffers and inverters.
- The first-pass iteration count of the detailed router is 1.
- The die boundary height is 80 um.
- The launch point of the worst path is CLEAN.
- The switching part of the total power reads 0.1890.
- The measured slew at the worst slew-check pin reads 0.1159 ns.
- The cell-mix breakdown from Yosys lists the simple-gate area share as 0.1589.
- The setup TNS reads 0 ns.
- The synthesis warning total is 1.
- The floorplan has 21 rows.
- The number of flip-flops and latches in the synthesized netlist reads 4.
- Across all checked pins, the minimum headroom to the slew limit is 0.9225.
- Yosys reports the multiplexer fraction of the synthesized area as 0.
- The largest net degree at the start of global routing is 5.
- The clock tree from TritonCTS reads done.
- Input and output buffers added on the ports amount to 2.
- The cell-mix breakdown from Yosys lists the compound-gate area share as 0.05607.
- The total I/O pin count reads 3.
- Looking at the clock tree report, the H-tree level count equals 1.
- The non-filler instance count after layout is 61.
- The maximum achievable frequency is 734.2 MHz.
- Per the detail_route report, inserted antenna diodes total 0.
- The yosys cell count reads 10.
- The sequential area share after synthesis reads 0.5981.
- Setup repair after global routing left no endpoint under its margin.
- Per the timing report, the most critical flop-to-flop path finishes at counter[2].
- The average wire length per cell after detail routing reads 4.049 um.
- Each instance of the synthesized netlist takes up on average 13.39 um2.
- Detailed routing inserted a total of 87 vias.
- The pre-CTS worst setup slack reads 0.3738 ns.
- The total clock buffers created by CTS is 3.
- The tightest hold margin reads 0.4313 ns.
- In the synthesized netlist, the dominant kind of combinational cell is adder cells.
- In this run, the synthesized area fraction spent on adder and majority cells is recorded as 0.1869.
- The worst path in the final design needs a cycle of 1.362 ns, including I/O delays and setup.
- The worst-path cell with the longest stage delay is sky130_fd_sc_hd__clkdlybuf4s50_1.
- The aggregate global routing overflow is 0.
- The post-synthesis xor/xnor area fraction is 0.
- The number of antenna violations at the first check in global routing is 0.
- The number of standard cells after synthesis reads 10.
- In the power breakdown, the internal column shows 211.5 uW.
- The area fraction of the largest cell type after synthesis is 0.5981.
- The gate-level netlist out of Yosys references 5 unique cell types.
- The worst-path maximum fanout is 2.
- The power spent charging and discharging nets is 49.29 uW.
- The via count of the first global-routing pass reads 91.
- The placement summary gives the final routability congestion estimate as 0.5344.
- The cell total after placement reads 58.
- The share of the clock period used by the worst path reads 0.9080.
- The overall die size recorded for this design is 6400 um2.
- The required time of the critical path reads 1.20 ns.
- The share of the core area taken by cells at floorplan is 0.03919.
- The clock transition at the register clock pins on the worst setup and hold paths after CTS is 0.04 ns.
==> power groups by stage <==
stage | clock, uW | sequential [uW] | combinational, uW
final | 131 | 117 | 12.9
after global routing | 149 | 117 | 16.3
after CTS | 137 | 117 | 13.6
==> per-layer routing <==
layer / GRT usage / routed length (um)
met1: 0.01064 / 126
met2: 0.008828 / 84
met3: 0.01136 / 35
met4: 0.001761 / 0
met5: 0 / 0
==> per-stage QoR <==
step / instance area [um2] / power, uW
global route: 234.0 / 282.5
CTS: 234.0 / 267.2
global placement: 211.5 / 129.3
detailed placement: 211.5 / 131.6
floorplan: 133.9 / 124.8
finish: 234.0 / 260.8
==> sequential cells by signal (all words and copies together), names as in the netlist <==
signal and cells:
CLEAN 1, counter 3
==> worst max-delay path by stage <==
stage,to,cells after the start
final,CLEAN,1
after CTS,CLEAN,1
after global routing,CLEAN,1
==> cell families after synthesis <==
kind of cell / Yosys count
AOI/OAI and AO/OA: 1
DFF: 4
and+or+nand+nor: 3
adders and majority gates: 2
==> final cells by class <==
type	count	area (um2)
Tap cell	46	57.56
Multi-Input combinational cell	6	53.80
Timing Repair Buffer	2	20.02
Fill cell	415	3182
Sequential cell	4	80.08
Clock buffer	3	22.52
==> cells in the final DEF (no fill, tap or decap) <==
cell                              n
sky130_fd_sc_hd__dfxtp_1          4
sky130_fd_sc_hd__clkbuf_4         3
sky130_fd_sc_hd__and2_1           2
sky130_fd_sc_hd__ha_1             2
sky130_fd_sc_hd__clkdlybuf4s50_1  2
sky130_fd_sc_hd__o21a_1           1
sky130_fd_sc_hd__nor2b_2          1
Power figures rest on the tool's default switching activity, not on a simulated workload.
